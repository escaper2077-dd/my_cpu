==> /design/flow/design.v <==
`timescale 1ps/1ps
module execute_pipe(
    input wire [6:0]  opcode_i,
    input wire [2:0]  funct3_i,
    input wire [6:0]  funct7_i,
    input wire [31:0] rs1_data_i,
    input wire [31:0] rs2_data_i,
    input wire [31:0] imm_i,
    input wire [31:0] PC_i,
    input wire [31:0] valP_i,
    input wire [1:0]  forward_a,
    input wire [1:0]  forward_b,
    input wire [31:0] ex_forward_data,    
    input wire [31:0] mem_forward_data,   
    input wire [31:0] wb_forward_data,    
    output reg  [31:0] alu_result_o,
    output wire        branch_taken_o,
    output wire [31:0] branch_target_o
);
    localparam OP_LUI    = 7'b0110111;
    localparam OP_AUIPC  = 7'b0010111;
    localparam OP_JAL    = 7'b1101111;
    localparam OP_JALR   = 7'b1100111;
    localparam OP_BRANCH = 7'b1100011;
    localparam OP_LOAD   = 7'b0000011;
    localparam OP_STORE  = 7'b0100011;
    localparam OP_ALUI   = 7'b0010011;
    localparam OP_ALU    = 7'b0110011;
    localparam OP_FENCE  = 7'b0001111;
    localparam OP_SYSTEM = 7'b1110011;
    reg [31:0] rs1_forwarded;
    reg [31:0] rs2_forwarded;
    always @(*) begin
        case (forward_a)
            2'b00: rs1_forwarded = rs1_data_i;
            2'b01: rs1_forwarded = ex_forward_data;
            2'b10: rs1_forwarded = mem_forward_data;
            2'b11: rs1_forwarded = wb_forward_data;
            default: rs1_forwarded = rs1_data_i;
        endcase
    end
    always @(*) begin
        case (forward_b)
            2'b00: rs2_forwarded = rs2_data_i;
            2'b01: rs2_forwarded = ex_forward_data;
            2'b10: rs2_forwarded = mem_forward_data;
            2'b11: rs2_forwarded = wb_forward_data;
            default: rs2_forwarded = rs2_data_i;
        endcase
    end
    wire [31:0] alu_a;
    wire [31:0] alu_b;
    assign alu_a = (opcode_i == OP_AUIPC) ? PC_i : rs1_forwarded;
    assign alu_b = (opcode_i == OP_ALU || opcode_i == OP_BRANCH) ? rs2_forwarded : imm_i;
    wire [4:0] shamt;
    assign shamt = (opcode_i == OP_ALU) ? rs2_forwarded[4:0] : imm_i[4:0];
    wire signed [31:0] rs1_signed;
    assign rs1_signed = rs1_forwarded;
    wire signed [31:0] sra_result;
    assign sra_result = rs1_signed >>> shamt;
    always @(*) begin
        case (opcode_i)
            OP_LUI: begin
                alu_result_o = imm_i;
            end
            OP_AUIPC: begin
                alu_result_o = PC_i + imm_i;
            end
            OP_JAL, OP_JALR: begin
                alu_result_o = valP_i;
            end
            OP_LOAD, OP_STORE: begin
                alu_result_o = rs1_forwarded + imm_i;
            end
            OP_BRANCH: begin
                alu_result_o = 32'd0;
            end
            OP_ALU: begin
                case (funct3_i)
                    3'b000: alu_result_o = (funct7_i[5]) ? (rs1_forwarded - rs2_forwarded) :
                                                            (rs1_forwarded + rs2_forwarded);
                    3'b001: alu_result_o = rs1_forwarded << shamt;
                    3'b010: alu_result_o = ($signed(rs1_forwarded) < $signed(rs2_forwarded)) ? 32'd1 : 32'd0;
                    3'b011: alu_result_o = (rs1_forwarded < rs2_forwarded) ? 32'd1 : 32'd0;
                    3'b100: alu_result_o = rs1_forwarded ^ rs2_forwarded;
                    3'b101: alu_result_o = (funct7_i[5]) ? sra_result :
                                                            (rs1_forwarded >> shamt);
                    3'b110: alu_result_o = rs1_forwarded | rs2_forwarded;
                    3'b111: alu_result_o = rs1_forwarded & rs2_forwarded;
                    default: alu_result_o = 32'd0;
                endcase
            end
            OP_ALUI: begin
                case (funct3_i)
                    3'b000: alu_result_o = rs1_forwarded + imm_i;
                    3'b001: alu_result_o = rs1_forwarded << shamt;
                    3'b010: alu_result_o = ($signed(rs1_forwarded) < $signed(imm_i)) ? 32'd1 : 32'd0;
                    3'b011: alu_result_o = (rs1_forwarded < imm_i) ? 32'd1 : 32'd0;
                    3'b100: alu_result_o = rs1_forwarded ^ imm_i;
                    3'b101: alu_result_o = (funct7_i[5]) ? sra_result :
                                                            (rs1_forwarded >> shamt);
                    3'b110: alu_result_o = rs1_forwarded | imm_i;
                    3'b111: alu_result_o = rs1_forwarded & imm_i;
                    default: alu_result_o = 32'd0;
                endcase
            end
            default: alu_result_o = 32'd0;
        endcase
    end
    reg branch_cond;
    always @(*) begin
        if (opcode_i == OP_BRANCH) begin
            case (funct3_i)
                3'b000: branch_cond = (rs1_forwarded == rs2_forwarded);
                3'b001: branch_cond = (rs1_forwarded != rs2_forwarded);
                3'b100: branch_cond = ($signed(rs1_forwarded) < $signed(rs2_forwarded));
                3'b101: branch_cond = ($signed(rs1_forwarded) >= $signed(rs2_forwarded));
                3'b110: branch_cond = (rs1_forwarded < rs2_forwarded);
                3'b111: branch_cond = (rs1_forwarded >= rs2_forwarded);
                default: branch_cond = 1'b0;
            endcase
        end else begin
            branch_cond = 1'b0;
        end
    end
    assign branch_taken_o = (opcode_i == OP_BRANCH && branch_cond) || 
                           (opcode_i == OP_JAL) || 
                           (opcode_i == OP_JALR);
    reg [31:0] branch_target_reg;
    always @(*) begin
        case (opcode_i)
            OP_JAL:
                branch_target_reg = PC_i + imm_i;
            OP_JALR:
                branch_target_reg = (rs1_forwarded + imm_i) & 32'hFFFFFFFE;
            OP_BRANCH:
                branch_target_reg = branch_cond ? (PC_i + imm_i) : valP_i;
            default:
                branch_target_reg = valP_i;
        endcase
    end
    assign branch_target_o = branch_target_reg;
endmodule
==> /design/flow/run.sh <==
#!/bin/bash
# OpenROAD 26Q1-2900-gdf79404cd8, Yosys 0.63+post, stock flow scripts
make -C /OpenROAD-flow-scripts/flow DESIGN_CONFIG=/design/flow/config.mk WORK_HOME=/design/flow/orfs finish
==> /design/flow/config.mk <==
export PLATFORM = sky130hd
export DESIGN_NAME = execute_pipe
export DESIGN_NICKNAME = execute_pipe
export VERILOG_FILES = /design/flow/design.v
export SDC_FILE = /design/flow/constraint.sdc
export NUM_CORES = 4
export LEC_CHECK = 1
export CORE_UTILIZATION = 50
==> /design/flow/constraint.sdc <==
current_design execute_pipe

set clk_period 20.7
set clk_io_pct 0.2

create_clock -name clk0 -period $clk_period

set non_clock_inputs [all_inputs -no_clocks]
set_input_delay [expr $clk_period * $clk_io_pct] -clock clk0 $non_clock_inputs
set_output_delay [expr $clk_period * $clk_io_pct] -clock clk0 [all_outputs]
==> reports/results.tsv <==
stage	metric	value	unit
sta	layout_setup_ws	5780	ps
route	dr.pass1.iters	20	
cells_and_area	clock_buffers	0	
clock_tree	ctsResizeCount	0	
grt	groute.usage.overall	51.1	%
route	vias_per_cell	7.22	
clock_tree	cts_setup_buffers	0	
logic_synthesis	synth_cells	2710	
grt	grt_pass1_wl	142000	um
die	die_y	193	um
route	routed_wirelength	96500	um
cells_and_area	regArea	0	um2
worst_setup_path	start_kind	input pin	
grt	grt_max_degree	65	
placement	globalplace.congestion	1.20	
worst_setup_path	path_class	input pin to output port	
die	initial_core_util	51.2	%
route	vias	24300	
logic_synthesis	yosys_cells	2710	
logic_synthesis	ys_area	18300	um2
sta	finalClockPeriodUsage	72.1	%
min_path	min_path_cells	4	
logic_synthesis	largest_area_cell	ha_1	
logic_synthesis	synthTopCellsByArea	ha_1 15%, a21oi_1 8.9%, mux4_2 6.8%	
min_path	hp-class	input pin to output port	
sta	rsz0062_at_grt	no	
placement	hpwl	77300	um
placement	dpl_worst_slack	6170	ps
run	warnings	167	
die	rows	69	
grt	overflow	0	
grt	grt_antenna_before_repair	3	
sta	worst_slew_pin_slew	935	ps
route	wire_per_inst	28.7	um
sta	setup_viol	0	
grt	grt_pass1_vias	22400	
cells_and_area	nFlopsAndLatches	0	
min_path	holdPathEnd	branch_target_o[25]	
cells_and_area	area_growth	18.7	%
logic_synthesis	yosys.cell_types.count	98	
worst_setup_path	crit_required	16560	ps
logic_synthesis	top_cells_by_count	326 x a21oi_1, 254 x nor2_1, 228 x nand2_1	
placement	io_buffers	336	
worst_setup_path	cp_max_fo	32	
logic_synthesis	synth.cell_area	18300	um2
sta	relSlewSlack	37.0	%
logic_synthesis	yosysTopAreaCellShare	15.3	%
power	power_switching	510	uW
die	ios	342	
cells_and_area	drive_gt1_share	6.58	%
die	fp.coreArea	35700	um2
power	p_int	293	uW
outcome	outcome	complete, no violations	
logic_synthesis	ys_seq_share	0	%
power	pwr_density_cell	37.0	nW/um2
route	drc	0	
power	leakagePower	0.00888	uW
sta	slew_violations	0	
power	swShare	63.5	%
sta	hold_viol	0	
min_path	min_from	valP_i[25]	
logic_synthesis	syn_area_per_cell	6.75	um2
power	peakVddDrop	0.0000281	V
clock_tree	ctsHoldBuffers	0	
sta	min_period	14920	ps
route	final_antenna_net_count	0	
logic_synthesis	synth.most_common_cell	a21oi_1	
run	cap_viol_max_count	0	
route	drt_iter0_markers	3097	
worst_setup_path	endpoint_kind	output port	
logic_synthesis	ys_warn_count	1	
die	die_x	193	um
worst_setup_path	arrival	10780	ps
sta	tns	0	ps
die	dieArea	37400	um2
sta	fmax	0.0670	GHz
[layout make-up]
type | instances | area (um2)
Antenna cell | 1 | 2.50
Fill cell | 3221 | 14000
Inverter | 166 | 623
Multi-Input combinational cell | 2340 | 16700
Tap cell | 461 | 577
Timing Repair Buffer | 398 | 3810
[cells by family (layout without fill, tap and decap cells)]
family	after synthesis	count (layout)	synth area share (%)
multiplexers	146	146	12.6
other	0	1	0
buffers and inverters	370	564	8.89
AND/OR/NAND/NOR	806	806	20.6
XOR/XNOR	85	85	4.07
adder cells (fa/ha/maj)	227	227	15.7
AND-OR/OR-AND	1076	1076	38.2
[power groups by stage]
stage	clock network, uW	registers (uW)	logic, uW
global route	0	0	848
CTS	0	0	765
[routing by layer]
| layer | track usage, % | routed length (um) |
|---|---|---|
| met4 | 29.9 | 7280 |
| met1 | 65.2 | 34600 |
| met3 | 19.2 | 15200 |
| met5 | 0 | 124 |
| met2 | 73.9 | 39200 |
[per-stage QoR]
stage	power [uW]	hold slack, ps	instances	utilization [%]	cell area [um2]
CTS	765	9270	3365	60.7	21700
global placement	755	9260	3365	60.7	21700
global route	848	9300	3365	60.7	21700
finish	803	9270	3366	60.7	21700
detailed placement	762	9260	3365	60.7	21700
floorplan	496	8340	2710	-	18300
[worst max-delay path by stage]
stage                    endpoint  cells past startpoint          from
CTS           branch_target_o[11]                     21  forward_a[1]
global route  branch_target_o[22]                     22  forward_a[1]
finish        branch_target_o[11]                     21  forward_a[0]
[worst max-delay path: stages]
cell and delay, ps:
clkdlybuf4s50_1 470, buf_4 390, mux4_1 580, inv_1 380, ha_1 250, inv_1 60
fa_1 430, nor2b_1 160, o311ai_0 740, o311a_1 290, o21ai_0 360, o2111ai_1 450
nand2_1 150, o21ai_1 260, a211oi_2 70, buf_4 220, nor2_2 90, buf_4 310
inv_1 230, o221a_2 290, clkdlybuf4s50_1 420
[cells in the final DEF, fill, tap and decap left out, types with 55 or more instances in the layout]
cell,instances
clkdlybuf4s50_1,331
a21oi_1,325
nor2_1,253
nand2_1,228
ha_1,223
o21ai_0,186
inv_1,164
nor3_1,81
nand3_1,71
mux2i_1,70
buf_4,63
xnor2_1,58
mux4_2,55
Power and IR drop assume default switching activity.
