==> ./design.v <==
module alu(
	   input  [9:0]   opcode_info_i,
	   input  [9:0]   alu_info_i,
	   input  [5:0]   branch_info_i,	   
	   input  [7:0]   load_store_info_i,
	   input  [31:0]  pc_i,
	   input  [31:0]  rs1_data_i,
	   input  [31:0]  rs2_data_i,
	   input  [31:0]  imm_i,
	   output [31:0]  alu_result_o,   
	   output [31:0]  mem_addr_o,
	   output         alu_branch_jump_o
);
wire op_alu_imm    = opcode_info_i[9];
wire op_alu        = opcode_info_i[8];
wire op_branch     = opcode_info_i[7];
wire op_jal        = opcode_info_i[6];
wire op_jalr       = opcode_info_i[5];
wire op_load       = opcode_info_i[4];
wire op_store      = opcode_info_i[3];
wire op_lui        = opcode_info_i[2];
wire op_auipc      = opcode_info_i[1];
wire  alu_add  = alu_info_i[9];   
wire  alu_sub  = alu_info_i[8];
wire  alu_sll  = alu_info_i[7];  
wire  alu_slt  = alu_info_i[6];
wire  alu_sltu = alu_info_i[5];
wire  alu_xor  = alu_info_i[4];  
wire  alu_srl  = alu_info_i[3];
wire  alu_sra  = alu_info_i[2];
wire  alu_or   = alu_info_i[1];
wire  alu_and  = alu_info_i[0];
wire branch_beq  = branch_info_i[5];
wire branch_bne  = branch_info_i[4];
wire branch_blt  = branch_info_i[3];
wire branch_bge  = branch_info_i[2];
wire branch_bltu = branch_info_i[1];
wire branch_bgeu = branch_info_i[0];
wire result_sel_add     = alu_add | op_jal | op_jalr | op_lui | op_auipc;  
wire result_sel_sub     = alu_sub | op_branch;
wire result_sel_add_sub = result_sel_add | result_sel_sub;
wire result_sel_sll     = alu_sll;
wire result_sel_slt     = alu_slt;
wire result_sel_sltu    = alu_sltu;
wire result_sel_xor     = alu_xor;
wire result_sel_srl     = alu_srl;
wire result_sel_sra     = alu_sra;
wire result_sel_or      = alu_or;
wire result_sel_and     = alu_and;
wire [31:0] alu_op1;
wire [31:0] alu_op2;
assign  alu_op1 = (op_jal | op_jalr | op_auipc) ? pc_i 
                :  op_lui ? 0    
                :  rs1_data_i;
assign  alu_op2 = (op_lui | op_auipc | op_alu_imm | op_load | op_store) ? imm_i 
                : (op_jal | op_jalr) ? 4    
		:  rs2_data_i;                
wire [31:0]  alu_add_sub_result;
wire [31:0]  alu_slt_result;
wire [31:0]  alu_sll_result;
wire [31:0]  alu_sltu_result;
wire [31:0]  alu_xor_result;
wire [31:0]  alu_srl_result;
wire [31:0]  alu_sra_result;
wire [31:0]  alu_or_result;
wire [31:0]  alu_and_result;
wire [31:0]  alu_op_result;
wire [31:0]  adder_op1;
wire [31:0]  adder_op2;
wire [31:0]  adder_result;
wire         adder_cin;
wire         adder_cout;
assign  adder_op1 = alu_op1;
assign  adder_op2 = (result_sel_sub | alu_slt | alu_sltu) ? (~alu_op2) : alu_op2;
assign  adder_cin = (result_sel_sub | alu_slt | alu_sltu) ? 1'b1 : 1'b0;
assign {adder_cout, adder_result} = adder_op1 + adder_op2 +  {31'b0, adder_cin};
assign alu_add_sub_result = adder_result;
assign alu_slt_result[31:1] = 31'b0;
assign alu_slt_result[0]    = ((alu_op1[31] & ~alu_op2[31]) |
                              (~(alu_op1[31] ^ alu_op2[31]) & alu_add_sub_result[31]));
assign alu_sltu_result[31:1] = 31'b0;
assign alu_sltu_result[0]    = ~adder_cout;
wire [5:0] shift_op2 = alu_op2[5:0];
assign alu_sll_result = alu_op1 << shift_op2;
assign alu_srl_result = alu_op1 >> shift_op2;
assign alu_sra_result = $signed(alu_op1) >>> shift_op2;
assign alu_and_result = alu_op1 & alu_op2;
assign alu_or_result  = alu_op1 | alu_op2;
assign alu_xor_result = alu_op1 ^ alu_op2;
assign mem_addr_o = alu_add_sub_result;
assign alu_op_result = ({32{result_sel_add_sub}} & alu_add_sub_result) |
                       ({32{result_sel_sll}}     & alu_sll_result)     |
                       ({32{result_sel_slt}}     & alu_slt_result)     |
                       ({32{result_sel_sltu}}    & alu_sltu_result)    |
						({32{result_sel_xor}}     & alu_xor_result)     |
						({32{result_sel_srl}}     & alu_srl_result)     |
						({32{result_sel_sra}}     & alu_sra_result)     |
						({32{result_sel_or}}      & alu_or_result)      |
						({32{result_sel_and}}     & alu_and_result) ;				   
assign alu_result_o = alu_op_result;
wire not_equal = (|alu_xor_result);
wire equal     = ~not_equal;
wire  less_than  = ((alu_op1[31] & ~alu_op2[31]) |
                   (~(alu_op1[31] ^ alu_op2[31]) & alu_add_sub_result[31]));
wire  less_than_u    = ~adder_cout;
wire  greater_than   =  ~less_than;
wire  greater_than_u =  ~less_than_u;
assign alu_branch_jump_o = (branch_beq  & equal)         |
                           (branch_bne  & not_equal)     |
							(branch_blt  & less_than)     |
							(branch_bge  & greater_than)  |
							(branch_bltu & less_than_u)   |
							(branch_bgeu & greater_than_u);
endmodule
==> ./run.sh <==
#!/bin/bash
# OpenROAD 26Q1-2900-gdf79404cd8, Yosys 0.63+post, stock flow scripts
make -C /OpenROAD-flow-scripts/flow DESIGN_CONFIG=/design/flow/config.mk WORK_HOME=/design/flow/orfs finish
==> ./config.mk <==
export PLATFORM = sky130hd
export DESIGN_NAME = alu
export DESIGN_NICKNAME = alu
export VERILOG_FILES = /design/flow/design.v
export SDC_FILE = /design/flow/constraint.sdc
export NUM_CORES = 4
export LEC_CHECK = 1
export CORE_UTILIZATION = 40
==> ./constraint.sdc <==
current_design alu

set clk_period 20.4
set clk_io_pct 0.2

create_clock -name clk0 -period $clk_period

set non_clock_inputs [all_inputs -no_clocks]
set_input_delay [expr $clk_period * $clk_io_pct] -clock clk0 $non_clock_inputs
set_output_delay [expr $clk_period * $clk_io_pct] -clock clk0 [all_outputs]
==> notes.md <==
Update from the flow run.

The power share of the clock group is 0%. The area taken by flip-flops and latches is 0 um^2. The number of top-level design ports is 227. The yosys stat cell total is 1432. The placed instances occupy a cell area of 0.0118 mm^2. The tightest min-delay check is of the input port to primary output type. The number of design-rule violations left by the first detailed-router iteration is 1220. In the Yosys report, the sequential cells make up 0% of the chip area. The chip area in the Yosys report is 0.00943 mm^2.

The share of the core filled by cells before placement is 41.2%. The largest single stage delay on the critical path is 0.61 ns. The internal power is 0.000192 W. Yosys instantiated no cell more often than sky130_fd_sc_hd__nand2_1. Total power normalized to cell area comes to 37.9 mW/mm^2. The average cell area after synthesis is 6.59 um^2. The via count of the routed design is 12.3k. By area the synthesized netlist is led by sky130_fd_sc_hd__ha_1, sky130_fd_sc_hd__mux2i_1, sky130_fd_sc_hd__a21oi_1. The routed design has 49800 um of wire. The cell type with the highest aggregate area in the netlist is sky130_fd_sc_hd__ha_1. The filler-free cell count of the finished design is 1899. The fraction of final layout cells with drive strength greater than 1 is 6.68%. The critical path in this run is classified as input port to primary output.

The core region area is 0.0229 mm^2. Entering global routing, the biggest net connects 65 pins. The Yosys warning count is 0. The final-layout setup total negative slack is 0 ns.

Walking the worst path, the cells encountered are clkdlybuf4s50_1 > buf_4 > or4_4 > o21ai_4 > nand2_2 > buf_4 > inv_4 > a21boi_0 > fa_1 > a21oi_1 > o211ai_1 > nand3_1 > a21oi_1 > o211ai_1 > nand3_1 > xor2_1 > a21oi_1 > o21ai_1 > clkdlybuf4s50_1. For this run, the detailed router's first-pass iteration total came to 6. The layout overhead on the synthesized area is 25.3%.

The critical path's slowest cell is sky130_fd_sc_hd__or4_4. In the Yosys stats the netlist draws on 93 distinct library cells. The number of buffer cells added on primary ports is 217. The number of maximum-capacitance violations recorded for the run is 0. The run finished with clean final reports. After detailed placement, the design holds a cell count of 1899. According to the dpl log, the detail-placed design has an HPWL of 39900 um. The horizontal die dimension reported for this design is 156 um. Data on the critical path is required at its endpoint by 16.32 ns. The overall power after layout is 0.000448 W. The chip occupies 0.0242 mm^2. The worst-margin pin slew is 0.970 ns.

Synthesis produced 1432 cells. The per-cell routed wire length is 26.2 um. Once the clock tree was built, the setup fixing pass inserted 0 buffers. The sequential cell count of the final layout is 0. Per the layout area report, the combinational gate area comes to 0.00862 mm^2.

The worst path arrival time is 10.21 ns. The number of global-route vias before repair is 10.9k. The hold violation total from the final report is 0. For reference, the top cells by count after synthesis are sky130_fd_sc_hd__nand2_1, sky130_fd_sc_hd__a21oi_1, sky130_fd_sc_hd__o21ai_0. The initial antenna violation count is 0. Setup repair after global routing left no endpoint under its margin.

The critical path endpoint category is a primary output. The leakage power is 5.05 nW. The report lists the number of cells resized after CTS as 0. After routing the design area is 0.0118 mm^2. The count of nets left with antenna violations after detail routing is 0. The startpoint type of the worst setup path is an input port. After clock tree synthesis, the flow added hold-fix buffers numbering 0. The global-route wire length before repair is 71800 um.

The net switching power in the latest report is 0.000256 W. The time the final worst path needs with I/O delays and setup is 14.29 ns. Of the total power, the share spent switching nets is 57.2%. The sum of overflow across all layers after global routing is 0. Global routing consumed, over all layers together, 40.7% of the routing resources. The total number of warnings across the stage logs is 76. The flow reports that sequential cells draw 0% of the design power. The post-synthesis instance area is 0.00943 mm^2.

The power report attributes to the combinational group a share of 100.0%. The highest ir drop seen on vdd is 0.0218 mV. Dividing the final minimum period by the clock period gives 70.1%. The DRC violation count after routing is 0. The die is 156 um tall. The final max-slew violation count recorded for this run is 0.

The maximum fanout along the worst path is 64. The clock buffers instantiated in the layout total 0. The fmax is 0.0700 GHz. The average via count per standard cell is 6.48. The number of antenna repair diodes is 0. The placer congestion estimate is 1.06. The cell seen most often among critical-path stages is sky130_fd_sc_hd__a21oi_1. The count of fill cells added during filler insertion is 2329. In this run the tightest slew margin relative to its limit is 33.5%. For this run, the final setup violation count is recorded as 0.

After synthesis, the largest area contributor takes up 12.9% of total cell area. The initialized floorplan defines 55 standard-cell rows.
==> cell families (layout without fill, tap and decap cells) <==
kind of cell | Yosys count | in the layout | synth area share [%]
buffers and inverters | 188 | 342 | 8.77
xor gates and xnor gates | 60 | 60 | 5.57
AOI/OAI and AO/OA | 518 | 518 | 35.9
muxes | 107 | 107 | 12.2
adders and majority gates | 98 | 98 | 13.1
and+or+nand+nor | 461 | 461 | 24.4
==> power groups by stage <==
stage	Sequential, W	Clock [W]	Combinational (W)
after CTS	0	0	0.000434
after global routing	0	0	0.000474
final	0	0	0.000448
==> cell usage in the layout, fill, tap and decap left out, types with 9 or more instances in the layout <==
master                            count
sky130_fd_sc_hd__nor2b_1             34
sky130_fd_sc_hd__nor4_1              10
sky130_fd_sc_hd__buf_4               43
sky130_fd_sc_hd__mux2i_1             82
sky130_fd_sc_hd__o21ai_1             30
sky130_fd_sc_hd__xor2_1              44
sky130_fd_sc_hd__nand4_1             13
sky130_fd_sc_hd__a211oi_1            12
sky130_fd_sc_hd__o21a_1              12
sky130_fd_sc_hd__clkdlybuf4s50_1    217
sky130_fd_sc_hd__xnor2_1             16
sky130_fd_sc_hd__mux2_2              19
sky130_fd_sc_hd__a221oi_1            12
sky130_fd_sc_hd__o21ai_0            110
sky130_fd_sc_hd__and3_1              32
sky130_fd_sc_hd__inv_1               76
sky130_fd_sc_hd__o2111ai_1           11
sky130_fd_sc_hd__a21o_1              23
sky130_fd_sc_hd__nand2_1            141
sky130_fd_sc_hd__o211ai_1            54
sky130_fd_sc_hd__nor3_1              17
sky130_fd_sc_hd__ha_1                97
sky130_fd_sc_hd__a22oi_1              9
sky130_fd_sc_hd__a21boi_0            11
sky130_fd_sc_hd__a31oi_1             15
sky130_fd_sc_hd__nand3_1             93
sky130_fd_sc_hd__o221ai_1            11
sky130_fd_sc_hd__nor2_1              68
sky130_fd_sc_hd__a21oi_1            122
==> area by class of cell <==
cell class	count	area share (%)
Tap cell	313	3.31
Timing Repair Buffer	260	21.1
Inverter	82	2.64
Multi-Input combinational cell	1244	72.9
==> worst max-delay path: cells and delay by family <==
kind / cells / cell delay, ns
AOI/OAI and AO/OA: 8 / 2.06
buffers and inverters: 5 / 2.02
and+or+nand+nor: 4 / 1.12
adders and majority gates: 1 / 0.50
xor gates and xnor gates: 1 / 0.38
==> metrics by stage <==
| stage | hold slack [ns] | utilization [%] | worst slack, ns |
|---|---|---|---|
| after floorplan | 8.25 | - | 8.56 |
| final | 9.12 | 51.6 | 6.11 |
| after global placement | 9.12 | 51.6 | 6.30 |
| after CTS | 9.13 | 51.6 | 6.26 |
| after global routing | 9.15 | 51.6 | 5.80 |
| after detailed placement | 9.13 | 51.6 | 6.28 |
==> per-layer routing <==
layer  track usage [%]  share of wire, %  routed length [um]  vias up
met5                 0                 0                   0        -
met4              12.1               3.7                1820        0
met3              7.69                11                5440      107
met2              60.4                42               20700      809
met1              59.5                44               21800     5739
li1                  -                 -                   -     5643
==> final timing paths <==
kind	cells past startpoint	to	slack, ns	from
setup / recovery	19	alu_result_o[22]	6.11	opcode_info_i[2]
hold / removal	4	alu_branch_jump_o	9.12	branch_info_i[2]
No activity file was given, so power comes from the tool's default toggle rates.
