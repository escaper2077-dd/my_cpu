--- /design/flow/config.mk ---
export PLATFORM = sky130hd
export DESIGN_NAME = EXU
export DESIGN_NICKNAME = EXU
export VERILOG_FILES = /design/flow/design.v
export SDC_FILE = /design/flow/constraint.sdc
export NUM_CORES = 4
export LEC_CHECK = 1
export CORE_UTILIZATION = 50
--- /design/flow/constraint.sdc ---
current_design EXU

set clk_period 31.6
set clk_io_pct 0.2

create_clock -name clk0 -period $clk_period

set non_clock_inputs [all_inputs -no_clocks]
set_input_delay [expr $clk_period * $clk_io_pct] -clock clk0 $non_clock_inputs
set_output_delay [expr $clk_period * $clk_io_pct] -clock clk0 [all_outputs]
--- /design/flow/design.v ---
module EXU(
	input wire                   clk,  
	input wire 					 CTRL_i_valA_sel,
	input wire 					 CTRL_i_valB_sel,
	input wire 	[3:0]  			 CTRL_i_ALU_sel,
	input wire  [31:0]  	 IDU_i_valA,
	input wire  [31:0] 	 IDU_i_valB,
	input wire  [31:0] 	 IDU_i_valC,
	input wire  [31:0] 	 PCU_i_pc,
	output wire [31:0]	 EXU_o_valE
);
wire [31:0] valA= 	(CTRL_i_valA_sel == 1'b1) ?  IDU_i_valA : PCU_i_pc;   
wire [31:0] valB= 	(CTRL_i_valB_sel == 1'b1) ?  IDU_i_valB : IDU_i_valC;
assign EXU_o_valE[31:0]  =	(CTRL_i_ALU_sel == 	4'b0000 		)   ?  valA + valB							:
									(CTRL_i_ALU_sel == 	4'b0001 		)   ?  valA - valB							:
									(CTRL_i_ALU_sel ==  4'b0010 		)   ?  valA << valB[4:0] 					:
									(CTRL_i_ALU_sel ==  4'b0011  		)   ?  ($signed(valA)   < $signed(valB)) ? 32'd1 : 32'd0	:
									(CTRL_i_ALU_sel ==  4'b0100		)   ?  ($unsigned(valA) < $unsigned(valB)) ? 32'd1 : 32'd0	:
									(CTRL_i_ALU_sel ==  4'b0101		)   ?  {valA[31:0]	^ valB[31:0]}						  	:
									(CTRL_i_ALU_sel ==  4'b0110		) 	?  {$unsigned(valA) >>  valB[4:0]}		:
									(CTRL_i_ALU_sel ==  4'b0111		)  	?  {$signed(valA)   >>> valB[4:0]}  	:
									(CTRL_i_ALU_sel == 	4'b1000 		)  	?  valA | valB							:
									(CTRL_i_ALU_sel ==  4'b1001 		)  	?  valA & valB							:
									(CTRL_i_ALU_sel ==  4'b1010  	)  	? ((valA + valB)&(~1)) 					:
									(CTRL_i_ALU_sel ==  4'b1011 	) 	?  valB  								: 32'd0; 
endmodule  
--- /design/flow/run.sh ---
#!/bin/bash
# OpenROAD 26Q1-2900-gdf79404cd8, Yosys 0.63+post, stock flow scripts
make -C /OpenROAD-flow-scripts/flow DESIGN_CONFIG=/design/flow/config.mk WORK_HOME=/design/flow/orfs finish
==> flow_summary.toml <==
# physical design summary
[logic_synthesis]
synth.avg_cell_area_um2 = 6.65
syn-cell-area_mm2 = 0.0105
ys_sh_adder = 0.120
aoi_share = 0.352
synthCells = 1575
ys_sh_simple = 0.194
ys_cells = 1575
ys_sh_mux = 0.213
yosysChipArea_mm2 = 0.0105
top_area_cell = "mux2i_1"
ys_seq_frac = 0
area_leaders = "mux2i_1 16%, ha_1 12%, a21oi_1 7.9%"
yosysWarnings = 0
xor_share = 0.0259
top_logic_kind = "AND-OR/OR-AND gates"
yosysTopAreaCellShare = 0.163
common_cells = "170 x mux2i_1, 166 x a21oi_1, 155 x nor2_1"
synth_dominant_cell_count = "mux2i_1"
synth.distinct_cells = 88

[route]
vias = 13200
ant_nets = 0
drtPass1Iterations = 7
wire_per_inst_um = 25.2
wl_um = 48600
drcViolationCount = 0
num_antenna_cells = 0
dr.first_iter.drc_count = 1681
viasPerCell = 6.83

[place]
gp_congestion = 1.10
placed_area_mm2 = 0.0122
dpl_worst_slack_ps = 13540
numPortBuffers = 166
dp_hpwl_um = 37000

[floorplan]
die_h_um = 147
chip_area_mm2 = 0.0215
core_area_mm2 = 0.0204
rows = 52
io_pins = 167
dieWidth_um = 147
fp_util = 0.514

[power]
p_per_area_mw_per_mm2 = 25.0
leakage_nw = 5.25
finalPower_mw = 0.306
peakVddDrop_mv = 0.0127

[final_layout]
ff_latch_area_um2 = 0
clockBufferCount = 0
ff_count = 0
comb_area_mm2 = 0.00951
finish.instance_area_mm2 = 0.0122
num-fill-cells = 1971
drive_gt1_frac = 0.0704
area_delta_synth_final_pct = 16.8

[cts]
cts_resized = 0
hold_buffers = 0
cts_setup_buffers = 0

[run]
tool_warnings = 99
maxCapViolCount = 0

[timing]
period_used_share = 0.577
rsz0062_at_grt = "no"
layout_setup_ws_ps = 13370
setup_viol = 0
fin_crit_ps = 18230
fmax_mhz = 54.9
tightest_slew_ps = 1050
hold_viol = 0
maxSlewHeadroom = 0.294
setup_tns_ps = 0
slew_viol_final = 0
worst_hold_slack_ps = 13760

[worst_setup_path]
worstPathArrival_ps = 11910
startpoint_type = "input port"
cp_cell_sequence = "clkdlybuf4s50_1 > mux2i_4 > buf_4 > inv_2 > buf_4 > ha_1 > inv_1 > fa_1 > nand2b_1 > a211o_1 > a31o_2 > a211oi_2 > nor3_1 > nor3_1 > o2111ai_1 > nor3b_1 > a2111oi_2 > clkdlybuf4s50_1"
critical-path-max-stage-delay_ps = 520
critical_path_class = "in2out"
crit_family = "buffers and inverters"
cp-end-kind = "primary output"
crit_buf_inv = 6
worstPathMaxFanout = 55
slowest_stage = "nor3_1"
required_ps = 25280

[grt]
overflow = 0
grt_first_pass_wirelength_um = 72500
grt_pass1_vias = 11900
antenna_found_initial = 0
grt_usage = 0.450
grt_max_degree = 61

[run_status]
status = "completed"

[worst_hold_path]
hold_class = "in2out"
==> power breakdown <==
group	switching (mW)	internal [mW]
clock network	0	0
logic	0.187	0.119
registers	0	0
==> per-layer routing <==
layer	vias to the layer above	global-route usage	part of all wire
met5	-	0	0
met4	0	0.314	0.081
met3	217	0.0968	0.12
met2	932	0.649	0.41
met1	6015	0.597	0.39
li1	6017	-	-
==> metrics by stage <==
stage                     utilization  cells
after global routing            0.600   1931
after detailed placement        0.600   1931
after CTS                       0.600   1931
final                           0.600   1931
after floorplan                     -   1575
after global placement          0.600   1931
==> kinds of logic (layout without fill, tap and decap cells) <==
logic type | count (synthesis) | count (layout)
multiplexers | 205 | 205
buffers and inverters | 231 | 317
adder cells (fa/ha/maj) | 99 | 99
XOR/XNOR | 31 | 31
AND-OR/OR-AND | 556 | 556
AND/OR/NAND/NOR | 453 | 453
==> final timing paths <==
path	slack, ps	depth (start not counted)	startpoint	end
hold / removal	13760	5	CTRL_i_ALU_sel[1]	EXU_o_valE[30]
setup / recovery	13370	18	IDU_i_valB[0]	EXU_o_valE[30]
==> tightest hold or removal path, stage by stage <==
cell and delay [ps]:
buf_2 270, o2111ai_1 140, nor3b_1 240, a2111oi_2 70, clkdlybuf4s50_1 400
==> layout make-up <==
type / instances / share of cell area
multi-input cells: 1344 / 0.778
inverters: 107 / 0.0331
well taps: 270 / 0.0276
repair buffers: 210 / 0.161
==> cell usage in the layout (no fill, tap or decap), drive strengths merged, types with 12 or more instances in the layout <==
cell | synthesis | final
and3 | 12 | 12
o221ai | 18 | 18
o31ai | 21 | 21
or3 | 12 | 12
nand3 | 24 | 24
mux2 | 16 | 16
a21oi | 168 | 168
nand2b | 20 | 20
o21bai | 15 | 15
mux2i | 182 | 182
clkdlybuf4s50 | 0 | 162
o21ai | 109 | 109
o211ai | 19 | 19
inv | 105 | 104
xnor2 | 29 | 29
o22ai | 17 | 17
nand2 | 142 | 142
a21o | 14 | 14
a211oi | 37 | 37
nor3 | 41 | 41
nor2b | 13 | 13
buf | 57 | 48
nor2 | 156 | 156
ha | 97 | 97
a31oi | 15 | 15
a221oi | 18 | 18
Power and IR drop assume default switching activity.
